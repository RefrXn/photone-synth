--- /design/flow/design.v ---
module audio_out(clk_50m,wav_data,dacclk,bclk,dacdat,myvalid);
	 input clk_50m;       
    input  [15:0]wav_data;
    input dacclk;        
    output dacdat;
    input bclk;
    output reg myvalid;
	 reg dacdat;
    reg [11:0]dacclk_cnt;
    reg [11:0]bclk_cnt;
    reg [4:0]data_num;
    reg [15:0]sin_out;
    parameter CLOCK_REF=50000000;
    parameter CLOCK_SAMPLE=48000;
   reg dacclk_a,dacclk_b;
   always@(posedge clk_50m )  
	begin
		dacclk_a<=dacclk;
		dacclk_b<=dacclk_a;
	end
   always@(posedge clk_50m )    
    begin
		if(dacclk_a!=dacclk_b)
         begin
				myvalid<=1'b1;       
         end
       else
			begin
				myvalid<=1'b0;
			end
     end  
   reg bclk_a,bclk_b;
     always@(posedge clk_50m ) 
	  begin
		bclk_a<=bclk;
		bclk_b<=bclk_a;
	  end
    always@(posedge clk_50m )    
    begin
		if(dacclk_a!=dacclk_b)              
			data_num<=31;
		else if(!bclk_a&&bclk_b)            
			data_num<=data_num-1'b1;
	 end
    always@(*) 
     begin
        dacdat<=wav_data[data_num];      
     end
endmodule
module i2c_com(clock_i2c,           
               rst_n,     
               ack,               
               i2c_data,           
               start,              
               tr_end,            
               cyc_count,   
               i2c_sclk,           
               i2c_sdat);          
    input [23:0]i2c_data;
    input rst_n;
    input clock_i2c;
    output [5:0]cyc_count;
    output ack;
    input start;
    output tr_end;
    output i2c_sclk;
    inout i2c_sdat;
    reg [5:0] cyc_count;
    reg reg_sdat;
    reg sclk;
    reg ack1,ack2,ack3;
    reg tr_end;
    wire i2c_sclk;
    wire i2c_sdat;
    wire ack;
    assign ack=ack1|ack2|ack3;
    assign i2c_sclk=sclk|(((cyc_count>=4)&(cyc_count<=30))?~clock_i2c:0);
    assign i2c_sdat=reg_sdat?1'bz:0;
    always@(posedge clock_i2c or  negedge rst_n)
    begin
       if(!rst_n)
       cyc_count<=6'b111111;
       else begin
       if(start==0)
       cyc_count<=0;
       else if(cyc_count<6'b111111)
       cyc_count<=cyc_count+1;
       end
    end
    always@(posedge clock_i2c or negedge rst_n)
    begin
       if(!rst_n)
       begin
          tr_end<=0;
          ack1<=1;
          ack2<=1;
          ack3<=1;
          sclk<=1;
          reg_sdat<=1;
       end
       else
          case(cyc_count)
        0:begin ack1<=1;ack2<=1;ack3<=1;tr_end<=0;sclk<=1;reg_sdat<=1;end
        1:reg_sdat<=0;             
        2:sclk<=0;
        3:reg_sdat<=i2c_data[23];
        4:reg_sdat<=i2c_data[22];
        5:reg_sdat<=i2c_data[21];
        6:reg_sdat<=i2c_data[20];
        7:reg_sdat<=i2c_data[19];
        8:reg_sdat<=i2c_data[18];
        9:reg_sdat<=i2c_data[17];
        10:reg_sdat<=i2c_data[16];
        11:reg_sdat<=1;                 
        12:begin reg_sdat<=i2c_data[15];ack1<=i2c_sdat;end
        13:reg_sdat<=i2c_data[14];
        14:reg_sdat<=i2c_data[13];
        15:reg_sdat<=i2c_data[12];
        16:reg_sdat<=i2c_data[11];
        17:reg_sdat<=i2c_data[10];
        18:reg_sdat<=i2c_data[9];
        19:reg_sdat<=i2c_data[8];
        20:reg_sdat<=1;               
        21:begin reg_sdat<=i2c_data[7];ack2<=i2c_sdat;end
        22:reg_sdat<=i2c_data[6];
        23:reg_sdat<=i2c_data[5];
        24:reg_sdat<=i2c_data[4];
        25:reg_sdat<=i2c_data[3];
        26:reg_sdat<=i2c_data[2];
        27:reg_sdat<=i2c_data[1];
        28:reg_sdat<=i2c_data[0];
        29:reg_sdat<=1;             
        30:begin ack3<=i2c_sdat;sclk<=0;reg_sdat<=0;end
        31:sclk<=1;
        32:begin reg_sdat<=1;tr_end<=1;end
        endcase
end
endmodule
 module reg_config(clk_50m,i2c_sclk,i2c_sdat,rst_n);
 input clk_50m;
 input rst_n;
 output i2c_sclk;
 inout i2c_sdat;
reg clk_20k;
reg [15:0]clock_20k_cnt;
reg [1:0]config_step;
reg [3:0]reg_index;
reg [23:0]i2c_data;
reg [15:0]reg_data;
reg start;
i2c_com u1(.clock_i2c(clk_20k),
           .rst_n(rst_n),
           .ack(ack),
           .i2c_data(i2c_data),
           .start(start),
           .tr_end(tr_end),
           .i2c_sclk(i2c_sclk),
           .i2c_sdat(i2c_sdat));
always@(posedge clk_50m or negedge rst_n)   
begin
   if(!rst_n) begin
      clk_20k<=0;
      clock_20k_cnt<=0;
   end
   else if(clock_20k_cnt<1249)
      clock_20k_cnt<=clock_20k_cnt+1;
   else begin
      clk_20k<=!clk_20k;
      clock_20k_cnt<=0;
   end
end
always@(posedge clk_20k or negedge rst_n)    
begin
   if(!rst_n) begin
       config_step<=0;
       start<=0;
       reg_index<=0;
   end
   else begin
     if(reg_index<10) begin
        case(config_step)
        0:begin
            i2c_data<={8'h34,reg_data};            
            start<=1;                              
            config_step<=1;
        end
        1:begin
           if(tr_end) begin                              
               if(!ack)                             
                  config_step<=2;
               else
                 config_step<=0;
               start<=0;
           end
        end
        2:begin
           reg_index<=reg_index+1;            
           config_step<=0;
        end
        endcase
      end
   end
end
always@(reg_index)   
begin
        case(reg_index)
        0:reg_data<=16'h0010;        
        1:reg_data<=16'h0210;        
        2:reg_data<=16'h047f;        
        3:reg_data<=16'h067f;        
        4:reg_data<=16'h08f8;        
        5:reg_data<=16'h0a06;        
        6:reg_data<=16'h0c00;        
        7:reg_data<=16'h0e40;        
        8:reg_data<=16'h1000;        
        9:reg_data<=16'h1201;        
      default:reg_data<=16'h001a;
      endcase
end
endmodule
module reset_delay(clk_50m,rst_n);     
   input clk_50m;
   output rst_n;
   reg [15:0]cnt;
   reg rst_n;
   always@(posedge clk_50m)
   begin
      if(cnt<16'hffff)
      begin
        cnt<=cnt+1;
        rst_n<=0;
      end
      else
        rst_n<=1;       
   end
endmodule
module top_wm8731 (
    input         clk_50m,
    input  [15:0] audio_in,
    output        myvalid,
    input         DACLRC,
    input         BCLK,
    output        DACDAT,
    output        I2C_SCLK,
    inout         I2C_SDAT
);
    wire         rst_n;
    reset_delay reset_delay_inst (
        .clk_50m(clk_50m),
        .rst_n(rst_n)
    );
    reg_config reg_config_inst (
        .clk_50m(clk_50m),
        .rst_n(rst_n),
        .i2c_sdat(I2C_SDAT),
        .i2c_sclk(I2C_SCLK)
    );
    audio_out u_audio_out (
        .clk_50m(clk_50m),
        .wav_data(mic_in),
        .dacclk(DACLRC),
        .bclk(BCLK),
        .dacdat(DACDAT),
        .myvalid(myvalid)
    );
endmodule
--- /design/flow/run.sh ---
#!/bin/bash
# OpenROAD 26Q1-2900-gdf79404cd8, Yosys 0.63+post, stock flow scripts
make -C /OpenROAD-flow-scripts/flow DESIGN_CONFIG=/design/flow/config.mk WORK_HOME=/design/flow/orfs finish
--- /design/flow/config.mk ---
export PLATFORM = sky130hd
export DESIGN_NAME = top_wm8731
export DESIGN_NICKNAME = top_wm8731
export VERILOG_FILES = /design/flow/design.v
export SDC_FILE = /design/flow/constraint.sdc
export NUM_CORES = 4
export LEC_CHECK = 1
export CORE_UTILIZATION = 30
--- /design/flow/constraint.sdc ---
current_design top_wm8731

set clk_period 1.8
set clk_io_pct 0.2

create_clock -name clk0 -period $clk_period [get_ports {clk_50m}]

set non_clock_inputs [all_inputs -no_clocks]
set_input_delay [expr $clk_period * $clk_io_pct] -clock clk0 $non_clock_inputs
set_output_delay [expr $clk_period * $clk_io_pct] -clock clk0 [all_outputs]
==> ci_impl_report.md <==
### Flow metrics

| Metric | Value |
|---|---|
| Initial Utilization | 0.315 |
| Seq/Total Area, Yosys | 0.593 |
| Max Slew Vio Count | 0 |
| Actual slew at the worst max-slew pin | 0.771 ns |
| Tool warnings | 46 |
| Reg-to-reg startpoint | reset_delay_inst.cnt[4] |
| Synthesis Warnings | 10 |
| Setup ws final | 0.161 ns |
| Critical Path End | reset_delay_inst.cnt[9] |
| Worst Setup End Kind | flop |
| R2R cell count | 5 |
| R2R setup slack | 0.16 ns |
| Peak supply drop | 0.607 mV |
| Maxcap violations | 0 |
| Syn-to-layout area delta | 14.8% |
| DR vias/cell | 4.54 |
| CTS tree | done |
| Cells in synth_stat.txt | 210 |
| Worst slew margin | 0.485 |
| Register pins left without a clock | 19 |
| Clk buf depth | 2 |
| Skew final | 0.00507 ns |
| Overall Power | 0.00190 W |
| # port buffers | 3 |
| DR WL/cell | 10.3 µm |
| HP Class | flop to async pin |
| Async S/R FF share, synth | 0.643 |
| DRT Wirelength | 3450 µm |
| Fill cells | 749 |
| Pleak | 1.19 nW |
| Number of remaining DRC errors | 0 |
| Setup WS pre-CTS | 0.172 ns |
| Initial detailed-routing violation count | 86 |
| CP Launch Point | reset_delay_inst.cnt[4] |
| Vias | 1,517 |
| Startpoint types | flop |
| Post-Synthesis Cells | 210 |
| Die area | 8660 µm² |
| ANT cells | 0 |
| GRT Total Usage | 0.0909 |
| Antenna Nets Post-Route | 0 |
| Max Clk Rate | 610 MHz |
| RSZ-0062 raised after global routing | no |
| Clock latency (worst-skew pair) | 0.29 ns |
| CP required | 1.80 ns |
| Core Util, Final | 0.362 |
| FP Rows | 32 |
| Fin crit period | 1.64 ns |
| Initial antenna violation count | 0 |
| Endpoints left unconstrained | 19 |
| Estimated wirelength of the detail-placed design | 2400 µm |
| YS chip area | 2490 µm² |
| Grt total ovfl | 0 |
| Outcome | finished clean |
| Horiz. Die Dim | 93.1 µm |
| RePlAce Congestion | 0.805 |
| CTS root buffer | clkbuf_8 |
| Final setup viols | 0 |
| Final Cycle Share | 0.911 |
| Power Density | 665 nW/µm² |
| Post-Syn Area | 2490 µm² |
| Num CTS Buffers | 5 |
| Final hold vios | 0 |
| RR Endpoint | reset_delay_inst.cnt[9] |
| H-tree Lvls | 2 |
| Main flop type | dfrtp_1 |
| Synth cell types | 44 |
| Share of cells above drive strength 1 | 0.155 |
| Clk slew on worst S/H paths | 0.08 ns |
| First-pass GRT wire length | 6310 µm |
| TritonRoute pass-1 iters | 4 |
| Largest net degree at the start of global routing | 21 |
| Critical path fanouts, max | 16 |
| Height of the die | 93.1 µm |
| CP arrival | 1.64 ns |
| Fin Setup TNS | 0 ns |
| Mean Syn Cell Area | 11.8 µm² |
| Core area | 7890 µm² |
| Vias in the first global route | 1,456 |
| I/O pin count | 23 |
| EDFF count, synth | 16 |
| Critical setup path kind | flop to flop |
| Setup bufs post-CTS | 0 |
| Ys flops | 56 |
-- registers in the layout (all words and copies together), names as in the netlist, 3 cells and up --
| name | flops |
|---|---|
| reg_config_inst.reg_index | 4 |
| reg_config_inst.config_step | 3 |
| reg_config_inst.clock_20k_cnt | 16 |
| reg_config_inst.u1.cyc_count | 6 |
| reset_delay_inst.cnt | 16 |
-- synthesized netlist by cell type (2+ instances only) --
library cell,instances,area share
dfrtp_1,25,0.25
xnor2_1,19,0.067
nor2_1,18,0.027
edfxtp_1,16,0.19
nand3_1,15,0.030
nand2_1,14,0.021
dfstp_2,11,0.12
and3_1,9,0.023
ha_1,8,0.040
inv_1,8,0.012
o21ai_0,8,0.016
xor2_1,8,0.028
a31oi_1,4,0.010
and4_1,4,0.014
dfxtp_1,4,0.032
mux2_2,3,0.014
a21oi_1,2,0.0040
buf_4,2,0.0060
clkbuf_1,2,0.0030
nand3b_1,2,0.0060
nand4_1,2,0.0050
nor3_1,2,0.0040
nor3b_1,2,0.0060
nor4b_1,2,0.0070
-- final cells by class --
cell class,instances,area [µm²],area share
Sequential cell,56,1480,0.517
Multi-Input combinational cell,146,985,0.345
Tap cell,102,128,0.0447
Timing Repair Buffer,14,124,0.0434
Clock buffer,7,108,0.0377
Inverter,8,30.0,0.0105
Clock inverter,1,6.26,0.00219
-- critical path, stage by stage (launching register included) --
cell	delay [ns]
edfxtp_1	0.42
and4_1	0.22
and3_1	0.23
and3_1	0.22
nand3_2	0.10
buf_12	0.15
-- placed cells by master (no fill, tap or decap), types with 2 or more instances in the layout --
| master | synthesis | routed |
|---|---|---|
| a21oi_1 | 2 | 2 |
| a31oi_1 | 4 | 4 |
| and3_1 | 9 | 9 |
| and4_1 | 4 | 4 |
| buf_4 | 2 | 10 |
| clkbuf_8 | 0 | 6 |
| clkdlybuf4s50_1 | 0 | 2 |
| conb_1 | 1 | 7 |
| dfrtp_1 | 25 | 25 |
| dfstp_2 | 11 | 11 |
| dfxtp_1 | 4 | 4 |
| edfxtp_1 | 16 | 16 |
| ha_1 | 8 | 8 |
| inv_1 | 8 | 8 |
| mux2_2 | 3 | 3 |
| nand2_1 | 14 | 14 |
| nand3_1 | 15 | 14 |
| nand3b_1 | 2 | 2 |
| nand4_1 | 2 | 2 |
| nor2_1 | 18 | 18 |
| nor3_1 | 2 | 2 |
| nor3b_1 | 2 | 2 |
| o21ai_0 | 8 | 8 |
| xnor2_1 | 19 | 19 |
| xor2_1 | 8 | 8 |
-- metal layers --
| metal | routed length [µm] | GRT usage | part of all wire |
|---|---|---|---|
| met1 | 1780 | 0.144 | 0.52 |
| met2 | 1550 | 0.141 | 0.45 |
| met3 | 100 | 0.0174 | 0.029 |
| met4 | 20 | 0.00769 | 0.0058 |
| met5 | 0 | 0 | 0 |
-- metrics by stage --
| stage | cells | area [µm²] | hold WS [ns] |
|---|---|---|---|
| floorplan | 216 | 2510 | 0.349 |
| global placement | 326 | 2730 | 0.334 |
| detailed placement | 326 | 2730 | 0.332 |
| CTS | 334 | 2850 | 0.332 |
| global route | 334 | 2860 | 0.377 |
| finish | 334 | 2860 | 0.297 |
-- how the worst min path moves through the flow --
stage,slack [ns],start,end
final,0.30,reset_delay_inst.rst_n,reg_config_inst.clock_20k_cnt[3]
after global routing,0.38,u_audio_out.dacclk_a,u_audio_out.dacclk_b
after CTS,0.33,reset_delay_inst.rst_n,reg_config_inst.clock_20k_cnt[3]
-- cells by family (layout without fill, tap and decap cells) --
group,count (synthesis),after routing,share of synthesized area
AND-OR/OR-AND,23,23,0.0604
XOR/XNOR,27,27,0.0951
adder cells (fa/ha/maj),8,8,0.0402
buffers and inverters,14,30,0.0277
flip-flops,56,56,0.593
multiplexers,4,4,0.0176
other,1,7,0.00151
AND/OR/NAND/NOR,77,77,0.164
-- timing repair --
action / CTS / global route
hold buffers: 0 / 0
endpoints found under the setup margin: 1 / 5
gates resized: 2 / 1
-- power by group --
part	leakage [nW]	switching (W)	total, W	internal, W
Clock	0.0599	0.000290	0.000685	0.000395
Combinational	0.455	0.0000648	0.0000924	0.0000277
Sequential	0.671	0.0000118	0.00112	0.00111
Total	1.19	0.000366	0.00190	0.00153
No activity file was given, so power comes from the tool's default toggle rates.
