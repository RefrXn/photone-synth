File: flow/design.v
module midi_parser(
    input  wire       clk_50m,
    input  wire       rst_n,
    input  wire       byte_valid,
    input  wire [7:0] byte_data,
    output reg        ev_valid,
    output reg        ev_on,
    output reg [6:0]  ev_note,
    output reg [7:0]  ev_vel,
    output reg [3:0]  out_chan,
    output reg        cc74_valid,
    output reg [7:0]  cc74_value
);
    reg [7:0] runstat;
    reg [1:0] state;
    reg [6:0] note;
    reg [7:0] vel;
    reg [3:0] ch;
    reg [6:0] ctrl_num;
    reg [7:0] ctrl_val;
    localparam ST_IDLE      = 0,
               ST_NOTE      = 1,
               ST_VELO      = 2,
               ST_CTRL_NUM  = 3,
               ST_CTRL_VAL  = 4;
    always @(posedge clk_50m or negedge rst_n) begin
        if (!rst_n) begin
            ev_valid   <= 0;
            cc74_valid <= 0;
            state      <= ST_IDLE;
        end else begin
            ev_valid   <= 0;
            cc74_valid <= 0;
            if (byte_valid) begin
                if (byte_data >= 8'hF8) ;
                else if (byte_data[7]) begin
                    runstat <= byte_data;
                    ch      <= byte_data[3:0];
                    case (byte_data[7:4])
                        4'h9, 4'h8: state <= ST_NOTE;       
                        4'hB:       state <= ST_CTRL_NUM;   
                        default:    state <= ST_IDLE;
                    endcase
                end else begin
                    case (state)
                        ST_NOTE: begin
                            note  <= byte_data[6:0];
                            state <= ST_VELO;
                        end
                        ST_VELO: begin
                            vel <= byte_data;
                            ev_note   <= note;
                            ev_vel    <= vel;
                            ev_on     <= (runstat[7:4] == 4'h9) && (vel != 0);
                            out_chan  <= ch;
                            ev_valid  <= 1;
                            state     <= ST_NOTE;
                        end
                        ST_CTRL_NUM: begin
                            ctrl_num <= byte_data[6:0];
                            state    <= ST_CTRL_VAL;
                        end
                        ST_CTRL_VAL: begin
                            ctrl_val <= byte_data;
                            if (ctrl_num == 7'd74) begin
                                cc74_value <= ctrl_val;
                                cc74_valid <= 1;
                            end
                            state <= ST_CTRL_NUM;
                        end
                    endcase
                end
            end
        end
    end
endmodule
module midi_rx #(
    parameter integer CLK_HZ = 50_000_000,
    parameter integer BAUD   = 31_250
)(
    input  wire       clk_50m,
    input  wire       rst_n,
    input  wire       rx,
    output reg  [7:0] data,
    output reg        valid
);
    localparam OSR = 16;
    localparam TICKS_PER = CLK_HZ / (BAUD * OSR);
    localparam DIVW = 11;
    reg [DIVW-1:0] divcnt;
    reg tick16;
    always @(posedge clk_50m or negedge rst_n)
        if (!rst_n) begin
            divcnt <= 0;
            tick16 <= 0;
        end else if (divcnt == TICKS_PER - 1) begin
            divcnt <= 0;
            tick16 <= 1;
        end else begin
            divcnt <= divcnt + 1;
            tick16 <= 0;
        end
    reg rx1, rx2;
    always @(posedge clk_50m) begin
        rx1 <= rx;
        rx2 <= rx1;
    end
    wire rxs = rx2;
    reg [1:0] state;
    reg [3:0] osr;
    reg [2:0] bitn;
    reg [7:0] sh;
    localparam S_IDLE  = 0,
               S_START = 1,
               S_DATA  = 2,
               S_STOP  = 3;
    always @(posedge clk_50m or negedge rst_n) begin
        if (!rst_n) begin
            state <= S_IDLE;
            valid <= 0;
        end 
        else begin
            valid <= 0;
            if (tick16) case (state)
                S_IDLE:
                    if (!rxs) begin osr <= 0; state <= S_START; 
                    end
                S_START:
                    if (osr == 7) begin
                        if (!rxs) begin osr <= 0; bitn <= 0; state <= S_DATA; 
                        end
                        else state <= S_IDLE;
                    end 
                    else osr <= osr + 1;
                S_DATA:
                    if (osr == 15) begin
                        osr <= 0; sh <= {rxs, sh[7:1]};
                        if (bitn == 7) state <= S_STOP;
                        else bitn <= bitn + 1;
                    end 
                    else osr <= osr + 1;
                S_STOP:
                    if (osr == 15) begin
                        if (rxs) begin data <= sh; valid <= 1; 
                        end
                        state <= S_IDLE;
                    end 
                    else osr <= osr + 1;
            endcase
        end
    end
endmodule
module top_midi #(
    parameter integer CLK_HZ      = 50_000_000,
    parameter integer BAUD        = 31_250,
    parameter         INVERT_MIDI = 0
)(
    input  wire        clk_50m,
    input  wire        rst_n,
    input  wire        midi_rx_ttl,
    output reg [7:0]   midi_note_A,
    output reg [7:0]   velocity_A,
    output reg [7:0]   midi_note_B,
    output reg [7:0]   velocity_B
);
    wire         data_valid;
    wire [7:0]   data_byte;
    wire         rx_in          = INVERT_MIDI ? ~midi_rx_ttl : midi_rx_ttl;
    midi_rx #(
        .CLK_HZ    (CLK_HZ),
        .BAUD      (BAUD)
    ) u_rx (
        .clk_50m  (clk_50m),
        .rst_n    (rst_n),
        .rx       (rx_in),
        .data     (data_byte),
        .valid    (data_valid)
    );
    wire         ev_valid;
    wire         ev_on;
    wire [6:0]   ev_note;
    wire [7:0]   ev_vel;
    wire [3:0]   ev_chan;
    midi_parser u_parser (
        .clk_50m    (clk_50m),
        .rst_n      (rst_n),
        .byte_valid (data_valid),
        .byte_data  (data_byte),
        .ev_valid   (ev_valid),
        .ev_on      (ev_on),
        .ev_note    (ev_note),
        .ev_vel     (ev_vel),
        .out_chan   (ev_chan)
    );
    always @(posedge clk_50m or negedge rst_n) begin
        if (!rst_n) begin
            midi_note_A         <= 0;
            velocity_A          <= 0;
            midi_note_B         <= 0;
            velocity_B          <= 0;
        end 
        else if (ev_valid) begin
            case (ev_chan)
                4'd0: begin
                    midi_note_A <= {1'b0, ev_note};
                    velocity_A  <= ev_on ? 8'd100 : 8'd0;
                end
                4'd1: begin
                    midi_note_B <= {1'b0, ev_note};
                    velocity_B  <= ev_on ? 8'd100 : 8'd0;
                end
            endcase
        end
    end
endmodule
File: flow/run.sh
#!/bin/bash
# OpenROAD 26Q1-2900-gdf79404cd8, Yosys 0.63+post, stock flow scripts
make -C /OpenROAD-flow-scripts/flow DESIGN_CONFIG=/design/flow/config.mk WORK_HOME=/design/flow/orfs finish
File: flow/config.mk
export PLATFORM = sky130hd
export DESIGN_NAME = top_midi
export DESIGN_NICKNAME = top_midi
export VERILOG_FILES = /design/flow/design.v
export SDC_FILE = /design/flow/constraint.sdc
export NUM_CORES = 4
export LEC_CHECK = 1
export CORE_UTILIZATION = 50
export SYNTH_HDL_FRONTEND = slang
File: flow/constraint.sdc
current_design top_midi

set clk_period 2.9
set clk_io_pct 0.2

create_clock -name clk0 -period $clk_period [get_ports {clk_50m}]

set non_clock_inputs [all_inputs -no_clocks]
set_input_delay [expr $clk_period * $clk_io_pct] -clock clk0 $non_clock_inputs
set_output_delay [expr $clk_period * $clk_io_pct] -clock clk0 [all_outputs]
==> summary.txt <==
run metrics: status finished, final reports clean, cts bufs inserted 9, detailed-route via count 1836, Boundary Pins 35, chip area 7670 sq um, WP data arrival 1.98 ns, largest net degree at the start of global routing 30, # setup viols final 0, GR Util All Layers 15.3%, die height 87.6 um, WL/cell roughly 13 um, GP Congestion 0.787, PortBufs 22, pwr dens 543 nW/um^2, FILL cells 528, Log Warnings 25, Max-slew headroom 52.2%, startpoint types flip-flop, Area contributors post-synth edfxtp_1 (46%), dfrtp_1 (24%), mux2_2 (5.2%), buf_4 (3.5%), nand3_1 (1.5%), r2r endpoint u_rx.bitn[1], Final period util between 60% and 70%, Syn. warnings 0, First-pass DRT Iterations 4, FF-to-FF setup slack 0.91 ns, setup TNS 0 ns, Hold Crit Class input port to asynchronous set/reset pin, syn avg cell area 15.2 sq um, Die Width 87.6 um, Crit Path Category flip-flop to flip-flop, ys cells 241, layout cells sized above 1 between 10% and 20%, drt drc 0, placed cells approximately 350, CTS tree yes, row cnt 30, Via density between 5 and 6, final worst path period need about 2.0 ns, initial antenna violation count 0, final hold vios 0, clk buf depth 2, Worst VDD drop 0.379 mV, Crit Path Max Fanout 3, Latency at later pin 0.36 ns, critical path endpoint category flip-flop, RR Startpoint u_rx.bitn[0], Max Fclk 504 MHz, number of global-route vias before repair 1730, Cell Type Count 44, top-count cell post-synth edfxtp_1, Critical path origin u_rx.bitn[0], sequential share of the synthesized area 71.7%, Commonest flop edfxtp_1, Yosys reg bits 94, worst-margin pin slew slightly above 0.7 ns, # Post-CTS Setup Buffers 0, antenna cell count 0, Clk pin slew, worst setup/hold paths around 0.09 ns, final std cells w/o fill 366, Netlist Area Pre-Place 3660 sq um, Synth area leader edfxtp_1, # H-tree levels 3, root buf cell clkbuf_8, Mapped Cells 241, pins over their slew limit 0, post-route ant nets 0, first-pass GRT wire length 8320 um, GR Overflow Total 0, flip-flops with a built-in enable around 56, area delta synth->final 11.9%, Worst Hold Slack about 0.091 ns, cts hold-fix bufs 0, Post-synth top cells edfxtp_1 (56), dfrtp_1 (35), buf_4 (17), mux2_2 (17), nand2_1 (12), Starting Density approximately 53%, final wirelength 4890 um, Critical Path RT 2.90 ns, Iter 0 DRT Violations 91, ys async rst share 38.3%, Post-CTS Resized 0, logic area 911 sq um, Max Cap Viol 0, RSZ-0062 raised after global routing no, register area 2620 sq um, HPWL Detailed 3290 um, worst-case reg-to-reg path depth 5, Layout Skew 0.0117 ns, Yosys Chip Area 3660 sq um, CTS sink count between 90 and 100, core area 6940 sq um, Static Leak 0.00159 uW, Top cell area share between 40% and 50%
-- stage by stage --
stage	utilization, %	setup WS, ns	total power, uW	area, sq um
after floorplan	-	1.08	1450	3700
after global placement	56.2	0.949	1450	3900
after detailed placement	56.2	0.934	1450	3900
after CTS	59.0	0.927	2260	4100
after global routing	59.0	0.743	2320	4100
final	59.0	0.914	2230	4100
-- state kept, by name, indices dropped and copies added, names as in the netlist, 2 cells and up --
name / cells
u_rx.divcnt: 11
u_rx.data: 8
u_rx.sh: 8
midi_note_A: 7
midi_note_B: 7
u_parser.ev_note: 7
u_parser.note: 7
u_parser.vel: 7
u_parser.out_chan: 4
u_parser.runstat: 4
u_rx.osr: 4
u_rx.state: 4
u_parser.ch: 3
u_rx.bitn: 3
u_parser.state: 2
-- worst max-delay path: stages (launching register included) --
cell      delay (ns)
edfxtp_1        0.41
ha_1            0.22
ha_1            0.22
nor4bb_1        0.31
a21oi_1         0.07
nor3_1          0.42
-- routing by layer --
layer	up-vias	track usage, %	wire [um]
li1	911	-	-
met1	873	27.8	2530
met2	46	21.2	2050
met3	6	4.77	241
met4	0	1.79	66
met5	-	0	0
-- power by group --
part           switching, uW  internal (uW)  total, uW  leakage (uW)
sequential              1.94           1410       1410       0.00103
clock                    469            333        802     0.0000954
combinational           12.0           3.33       15.4      0.000467
-- worst max path at each step --
stage	to	slack [ns]	depth (start not counted)
CTS	u_rx.data[2]	0.93	4
global route	u_rx.data[6]	0.74	4
finish	u_rx.bitn[1]	0.91	5
-- cells by family (layout without fill, tap and decap cells) --
kind of cell               Yosys count  count (layout)  synth area share [%]
other                                1              12                 0.102
adders and majority gates            4               4                  1.37
AOI/OAI and AO/OA                   20              20                  3.76
muxes                               18              18                  5.50
DFF                                 94              94                  71.7
xor gates and xnor gates             8               8                  1.91
and+or+nand+nor                     69              69                  11.1
buffers and inverters               27              45                  4.58
-- final cells by class --
type                    instances  share of cell area, %
clock buffers                   9                   3.02
well taps                      96                   2.93
flip-flops and latches         94                   64.1
clock inverters                 7                   1.65
repair buffers                 24                   5.62
multi-input cells             131                   22.2
inverters                       5                  0.458
-- cells in the final DEF (no fill, tap or decap), drive strengths merged, types with 3 or more instances in the layout --
master	instances
xor2	4
clkdlybuf4s50	21
nand3	11
clkinv	3
conb	12
nor2b	5
xnor2	4
nand2b	3
dfrtp	35
inv	8
buf	3
o21ai	6
nand2	12
and2	3
clkbuf	9
nor2	8
nor3	6
mux2	17
edfxtp	56
nor4	3
a22o	3
ha	4
nand4	3
a21oi	3
Power and IR drop assume default switching activity.
